==> /design/flow/design.v <==
`timescale 1ns / 1ps
module mcadlib(
    input cd_setup_l,
    output cd_sfdbk,
    input chreset,
    output cd_chrdy_l,
    output cd_ds16,
    input adl_l,
    input cmd,
    input ext_clock,
    input m_io,
    input s0_w_l,
    input s1_r_l,
    input [15:0] a,
    inout [7:0] d,
    output bufen_l,
    output bufdir,
    output ior_l,
    output iow_l,
    output ym_cs_l,
    output ym_a0,
    output ym_ic_l,
    output ym_clock,
    output cden
    );
reg [2:0] addr_latched;
reg [7:0] pos_data_bus;
reg pos_reg0;
reg [7:0] pos_reg1;
wire [14:0] pos_address;
wire pos_read, pos_write;
reg cd_setup, cd_sel;
reg write, read, m_io_latched;
reg [1:0] clkdiv;
assign cd_ds16 = 1'b0;
assign pos_address = 15'b000000111000100;
assign cd_sfdbk = (a[15:1] == pos_address) & ~m_io & cd_setup_l & cden;
always @ (negedge adl_l or posedge chreset)
begin
    if (chreset) begin
        addr_latched <= 3'b000;
        cd_sel <= 1'b0;
        m_io_latched <= 1'b0;
        cd_setup <= 1'b0;
        write <= 1'b0;
        read <= 1'b0;
    end else begin
        addr_latched <= a[2:0];
        cd_sel <= cd_sfdbk;
        m_io_latched <= m_io;
        cd_setup <= ~cd_setup_l;
        write <= ~s0_w_l;
        read <= ~s1_r_l;
    end
end
assign cd_chrdy_l = (cd_sfdbk & (~s1_r_l | ~s0_w_l) & cmd);
always @ (posedge ext_clock or posedge chreset)
begin
    if (chreset) begin
        clkdiv <= 2'b00;
    end else begin
        clkdiv <= clkdiv + 1;
    end
end
assign ym_clock = clkdiv[1];
assign ior_l = ~(cd_sel & read);
assign iow_l = ~(cd_sel & write);
assign ym_a0 = addr_latched[0];
assign ym_cs_l = ~(cd_sel & ~cmd);
assign ym_ic_l = ~chreset;
assign bufdir = write;
assign bufen_l = ~(((cd_setup & ~m_io_latched) || cd_sel) & ~cmd);
assign pos_read = cd_setup & read & ~m_io_latched & ~cmd;
assign pos_write = cd_setup & write & ~m_io_latched;
assign d = pos_read ? pos_data_bus : 8'bZ;
always @ (addr_latched or pos_reg0 or pos_reg1) begin
    case (addr_latched)
        3'b000: pos_data_bus <= 8'hD7;
        3'b001: pos_data_bus <= 8'h70;
        3'b010: pos_data_bus <= {7'b0000000, pos_reg0};  
        3'b011: pos_data_bus <= pos_reg1;                
        3'b100: pos_data_bus <= 8'h00;
        3'b101: pos_data_bus <= 8'h00;
        3'b110: pos_data_bus <= 8'h00;
        3'b111: pos_data_bus <= 8'h00;
    endcase
end
always @ (posedge cmd or posedge chreset) begin
    if (chreset) begin
        pos_reg0 <= 1'b0;
        pos_reg1 <= 8'h00;
    end else if (pos_write) begin
        case (addr_latched)
            3'b010: pos_reg0 <= d[0];  
            3'b011: pos_reg1 <= d;     
        endcase
    end
end
assign cden = pos_reg0;
endmodule
==> /design/flow/run.sh <==
#!/bin/bash
# OpenROAD 26Q1-2900-gdf79404cd8, Yosys 0.63+post, stock flow scripts
make -C /OpenROAD-flow-scripts/flow DESIGN_CONFIG=/design/flow/config.mk WORK_HOME=/design/flow/orfs finish
==> /design/flow/config.mk <==
export PLATFORM = sky130hd
export DESIGN_NAME = mcadlib
export DESIGN_NICKNAME = mcadlib
export VERILOG_FILES = /design/flow/design.v
export SDC_FILE = /design/flow/constraint.sdc
export NUM_CORES = 4
export LEC_CHECK = 1
export CORE_AREA = 10 10 88 88
export DIE_AREA = 0 0 98 98
==> /design/flow/constraint.sdc <==
current_design mcadlib

set clk_period 1.3
set clk_io_pct 0.2

create_clock -name clk0 -period $clk_period [get_ports {adl_l}]
create_clock -name clk1 -period $clk_period [get_ports {cmd}]
create_clock -name clk2 -period $clk_period [get_ports {ext_clock}]

set non_clock_inputs [all_inputs -no_clocks]
set_input_delay [expr $clk_period * $clk_io_pct] -clock clk0 $non_clock_inputs
set_output_delay [expr $clk_period * $clk_io_pct] -clock clk0 [all_outputs]
==> impl_metrics.py <==
# Metrics from the implementation run
metrics = {
    "status": {
        "run_status": "finished, violations left",
        "failed_checks": "setup timing",
    },
    "setup_path": {
        "startpoint_type": "flop",
        "critical_path_peak_fanout": 5,
        "worst-r2r-cell-count": 3,
        "cp-startpoint": "addr_latched[1]",
        "worst_r2r_endpoint": "cd_sel",
        "critPathSlowestCell": "sky130_fd_sc_hd__dfrtn_1",
        "timing.rr.start": "pos_reg0",
        "cell_chain_critical_path": "buf_6 -> or2_4 -> a21oi_2",
        "critical_path_arrival_ps": 1740,
        "critical-path-max-stage-delay_ps": 340,
        "worst_ep_required_time_ps": 1040,
        "critical_path.endpoint_type": "output port",
        "critPathKind": "flop to output port",
        "reg2reg_slack_ps": -200,
        "worstSetupEndpoint": "d[1]",
    },
    "finish": {
        "areaGrowthSynthToFinish_pct": 91.5,
        "layout-drive-gt1-share_pct": 56.5,
        "fillers": 623,
    },
    "synthesis": {
        "synth_chip_area_um2": 763,
        "synth.top_cells.by_count": "sky130_fd_sc_hd__dfrtp_1, sky130_fd_sc_hd__clkbuf_1, sky130_fd_sc_hd__dfrtn_1",
        "post_synth_edffs": 0,
        "mappedNetlistArea_um2": 763,
        "ff_type": "sky130_fd_sc_hd__dfrtp_1",
        "largest_area_cell": "sky130_fd_sc_hd__dfrtp_1",
        "synth.yosys.num_cells": 71,
        "yosys-top-cells-area": "sky130_fd_sc_hd__dfrtp_1, sky130_fd_sc_hd__dfrtn_1, sky130_fd_sc_hd__clkbuf_1",
        "synthesis.area_per_instance_um2": 10.7,
        "yosys.cell_types.count": 24,
        "async_reset_ff_share_pct": 100,
        "synth-warning-count": 2,
        "yosysMostFrequentCell": "sky130_fd_sc_hd__dfrtp_1",
        "yosys.area.top_type_share_pct": 36.1,
        "synth_flops": 19,
        "instance_tally_after_logic_synthesis": 71,
        "postSynthSeqShare_pct": 62.3,
    },
    "power": {
        "power_leakage_uw": 0.000713,
        "post-layout-total-power_uw": 2000,
        "power-per-cell-area_nw_per_um2": 1370,
        "max-vdd-ir-drop_mv": 0.518,
    },
    "place": {
        "globalplace.congestion": 0.688,
        "hpwl_um": 1840,
        "place.port_buffers": 32,
    },
    "clock_tree": {
        "tritoncts_clock_tree": "built",
        "clkSlewWorstSetupHoldPaths_ps": 50,
        "post_cts_hold_buffer_count": 0,
    },
    "global_routing": {
        "grt_use_total_pct": 5.26,
        "grt_first_pass_wirelength_um": 3970,
        "grt_pass1_vias": 868,
        "grt_antenna_before_repair": 0,
        "grt_max_degree": 20,
        "globalRoute.totalOverflow": 0,
    },
    "sta": {
        "timing.final.ws_setup_ps": -700,
        "final-max-slew-violation-count": 0,
        "finalSetupTns_ps": -8600,
        "finalSetupViolations": 22,
        "hold-worst-slack_ps": 267,
        "grt_setup_unrepaired": "true",
        "clock-skew-final_ps": 0.589,
        "report.final.hold_viol_count": 0,
    },
    "hold_path": {
        "worstHoldPathType": "input pin to asynchronous set/reset pin",
    },
    "detailed_routing": {
        "antenna_violating_nets_post_route": 0,
        "antenna-diode-count": 0,
        "via_density_per_instance": 3.35,
        "vias_after_detailed_routing": 666,
        "drt_drc_violations_left": 0,
        "drt_pass1_iterations": 3,
        "detailedRoute.firstIterationViolations": 14,
        "postRouteWirelength_um": 2490,
        "route.detailed.wl_per_inst_um": 12.5,
    },
    "floorplan": {
        "placementRows": 28,
        "chipWidth_um": 98,
        "die_h_um": 98,
        "initial_utilization_pct": 12.9,
        "ioPinCount": 44,
        "area_of_the_die_um2": 9600,
        "core_area_um2": 5920,
    },
    "job": {
        "stage_log_warning_count": 36,
        "maxCapViolCount": 0,
    },
}
## logic make-up (layout without fill, tap and decap cells)
kind of cell / after synthesis / after routing / synth area share, %
AND-OR/OR-AND: 9 / 9 / 6.56
buffers and inverters: 19 / 72 / 10.2
other: 1 / 1 / 0.491
AND/OR/NAND/NOR: 22 / 22 / 19.3
XOR/XNOR: 1 / 1 / 1.15
flip-flops: 19 / 19 / 62.3
## how the worst min path moves through the flow
stage,from,end,slack (ps),cells past startpoint
final,chreset,pos_reg0,270,5
after global routing,chreset,pos_reg0,310,5
after CTS,chreset,pos_reg1[6],280,5
## per-stage QoR
step                instances  util, %  setup WS (ps)  area (um^2)
global route              199     24.7           -738         1460
CTS                       198     23.8           -706         1410
global placement          172     19.8           -753         1170
detailed placement        172     19.8           -759         1170
finish                    199     24.7           -700         1460
floorplan                  71        -           -378          786
## cell usage in the layout, fill, tap and decap left out, types with 2 or more instances in the layout
cell type,netlist,layout
sky130_fd_sc_hd__dlygate4sd2_1,0,5
sky130_fd_sc_hd__buf_4,1,13
sky130_fd_sc_hd__clkdlybuf4s15_1,0,2
sky130_fd_sc_hd__nand2_1,4,2
sky130_fd_sc_hd__nand3_1,6,5
sky130_fd_sc_hd__nand2_2,0,2
sky130_fd_sc_hd__buf_6,0,9
sky130_fd_sc_hd__clkbuf_2,0,2
sky130_fd_sc_hd__dfrtp_1,11,11
sky130_fd_sc_hd__buf_2,2,17
sky130_fd_sc_hd__clkbuf_8,0,13
sky130_fd_sc_hd__a21oi_1,6,2
sky130_fd_sc_hd__dfrtn_1,8,8
sky130_fd_sc_hd__dlymetal6s2s_1,0,2
sky130_fd_sc_hd__clkbuf_1,10,2
sky130_fd_sc_hd__a21oi_2,0,4
sky130_fd_sc_hd__inv_1,6,5
## flip-flops by register name, indices dropped and copies added, names as in the netlist
signal	cells
m_io_latched	1
cd_sel	1
read	1
clkdiv	2
addr_latched	3
pos_reg1	8
write	1
cd_setup	1
pos_reg0	1
## repair_timing
item | CTS | global route
endpoints found under the hold margin | 0 | 0
buffers inserted | 11 | 1
pin swaps | 11 | 6
resized | 100 | 16
setup endpoints to repair | 32 | 24
## routing by layer
metal	up-vias	routed length, um	track usage [%]
met3	4	425	5.48
li1	328	-	-
met2	38	971	5.84
met4	0	31	3.02
met5	-	0	0
met1	296	1060	5.94
## worst max-delay path: cells and delay by family, from the launching register on
kind                   cells  cell delay, ps
DFF                        1             340
buffers and inverters      1             130
and+or+nand+nor            1             250
AOI/OAI and AO/OA          1             120
## cell type report
class                      instances  area, um^2  area share, %
clock buffer                      18         201           13.8
inverter                           6        22.5           1.54
multi-input combinational         33         290           19.9
sequential                        19         475           32.5
tap                               75        93.8           6.42
timing repair buffer              48         378           25.9
## report_power, final
part	switching [uW]	leakage (uW)	internal, uW
registers	7.72	0.000250	607
clock network	330	0.000113	914
logic	55.7	0.000350	80.9
total	394	0.000713	1600
No activity file was given, so power comes from the tool's default toggle rates.
